===== design/flow/run.sh =====
#!/bin/bash
# OpenROAD 26Q1-2900-gdf79404cd8, Yosys 0.63+post, stock flow scripts
make -C /OpenROAD-flow-scripts/flow DESIGN_CONFIG=/design/flow/config.mk WORK_HOME=/design/flow/orfs finish

===== design/flow/config.mk =====
export PLATFORM = sky130hd
export DESIGN_NAME = uart_comm
export DESIGN_NICKNAME = uart_comm
export VERILOG_FILES = /design/flow/design.v
export SDC_FILE = /design/flow/constraint.sdc
export NUM_CORES = 4
export LEC_CHECK = 1
export CORE_UTILIZATION = 40

===== design/flow/constraint.sdc =====
current_design uart_comm

set clk_period 5.2
set clk_io_pct 0.2

create_clock -name clk0 -period $clk_period [get_ports {clk_in}]

set non_clock_inputs [all_inputs -no_clocks]
set_input_delay [expr $clk_period * $clk_io_pct] -clock clk0 $non_clock_inputs
set_output_delay [expr $clk_period * $clk_io_pct] -clock clk0 [all_outputs]

===== design/flow/design.v =====
`timescale 1ns / 1ps 
module uart_comm(
    input clk_in,
    input tx_start,
    input [7:0] tx_data_in,
    output reg tx_out, 
    input rx_in,
    output [7:0] rx_data_out,
    output rx_done_flag, 
    output tx_done_flag
    );
 parameter sys_clk_freq = 100_000;
 parameter baud_rate = 9600;
 parameter bit_period = sys_clk_freq / baud_rate;
 reg bit_ready = 0;
 integer clk_counter = 0;
 parameter IDLE = 0, TX = 1, TX_CHECK = 2;
 reg [1:0] tx_state = IDLE;
 always@(posedge clk_in)
 begin
  if(tx_state == IDLE)
    begin 
    clk_counter <= 0;
    end
  else begin
    if(clk_counter == bit_period)
       begin
        bit_ready <= 1'b1;
        clk_counter <= 0;  
       end
    else
       begin
       clk_counter <= clk_counter + 1;
       bit_ready <= 1'b0;  
      end    
  end
 end
 reg [9:0] tx_shift_data;  
 integer tx_bit_idx = 0; 
 reg [9:0] tx_shift_reg = 0;
 always@(posedge clk_in)
 begin
 case(tx_state)
 IDLE : 
     begin
           tx_out    <= 1'b1;   
           tx_shift_data <= 0;
           tx_bit_idx <= 0;
           tx_shift_reg  <= 0;
           if(tx_start == 1'b1)
              begin
                tx_shift_data <= {1'b1, tx_data_in, 1'b0};  
                tx_state  <= TX;
              end
           else
              begin           
               tx_state <= IDLE;
              end
     end
  TX: begin
           tx_out   <= tx_shift_data[tx_bit_idx];  
           tx_state <= TX_CHECK;
           tx_shift_reg  <= {tx_shift_data[tx_bit_idx], tx_shift_reg[9:1]};
  end 
  TX_CHECK: 
  begin    
      if(tx_bit_idx <= 9)   
        begin
          if(bit_ready == 1'b1)
            begin
            tx_state <= TX;
            tx_bit_idx <= tx_bit_idx + 1;
            end
        end
      else
        begin
        tx_state <= IDLE;
        tx_bit_idx <= 0;
        end
  end
 default: tx_state <= IDLE;
 endcase
 end
assign tx_done_flag = (tx_bit_idx == 9 && bit_ready == 1'b1) ? 1'b1 : 1'b0;
 integer rx_clk_counter = 0;
 integer rx_bit_idx = 0;
 parameter RX_IDLE = 0, RX_WAIT = 1, RX = 2, RX_CHECK = 3;
 reg [1:0] rx_state;
 reg [9:0] rx_shift_data;
 always@(posedge clk_in)
 begin
 case(rx_state)
 RX_IDLE : 
     begin
      rx_shift_data <= 0;
      rx_bit_idx <= 0;
      rx_clk_counter <= 0;
      if(rx_in == 1'b0)  
        begin
         rx_state <= RX_WAIT;
        end
      else
        begin
        rx_state <= RX_IDLE;
        end
     end
RX_WAIT : 
begin
      if(rx_clk_counter < bit_period / 2)  
        begin
          rx_clk_counter <= rx_clk_counter + 1;
          rx_state <= RX_WAIT;
        end
      else
        begin
          rx_clk_counter <= 0;
          rx_state <= RX;
          rx_shift_data <= {rx_in, rx_shift_data[9:1]}; 
        end
end
RX : 
begin
     if(rx_bit_idx <= 9)  
      begin
      if(bit_ready == 1'b1) 
        begin
        rx_bit_idx <= rx_bit_idx + 1;
        rx_state <= RX_WAIT;
        end
      end
      else
        begin
        rx_state <= RX_IDLE;
        rx_bit_idx <= 0;
        end
end
default : rx_state <= RX_IDLE;
 endcase
 end
assign rx_data_out = rx_shift_data[8:1];  
assign rx_done_flag = (rx_bit_idx == 9 && bit_ready == 1'b1) ? 1'b1 : 1'b0;
 endmodule

==> metrics.log <==
[flow] final metrics
[metrics] net switching share of the total power: 32.8%
[metrics] final hold slack: 0.504 ns
[metrics] proportion of layout cells with a drive suffix above 1: 7.13%
[metrics] half-perimeter wire length after placement: 9550 um
[metrics] Total Negative Setup Slacks: 0 ns
[metrics] area grow syn2layout: 13.8%
[metrics] Worst IR Drop VDD: 0.283 mV
[metrics] footprint of the flip-flops and latches: 4240 um^2
[metrics] routed length per instance: 13.8 um
[metrics] total congestion overflow: 0
[metrics] number of global-route vias before repair: 5188
[metrics] Root Driver: sky130_fd_sc_hd__clkbuf_16
[metrics] required time worst endpoint: 4.16 ns
[metrics] Clock Power Share: 26.9%
[metrics] wire length of the first global-routing pass: 24900 um
[metrics] clock tree from TritonCTS: done
[metrics] Combinational Area: 3440 um^2
[metrics] flip-flops with a built-in enable: 120
[metrics] largest net degree at the start of global routing: 33
[metrics] category of the most critical setup path: reg -> out
[metrics] final setup violation count: 0
[metrics] later-pin clock latency in the skew report: 0.42 ns
[metrics] setup repair after global routing missed its margin: false
[metrics] arrival time of data at the critical path endpoint: 2.36 ns
[metrics] ports placed on the boundary: 22
[metrics] sort of element at the start of the critical path: flip-flop
[metrics] clock slew at the register clock pins of the worst setup and hold paths: 0.06 ns
[metrics] Hold Path Class: reg -> reg
[metrics] slew at the pin closest to its max-slew limit: 0.887 ns
[metrics] total clock sinks: 152
[metrics] number of H-tree levels: 4
[metrics] count of unique library cells instantiated by Yosys: 49
[metrics] number of vias in the routed layout: 5431
[metrics] Switch Pwr: 1490 uW
[metrics] post-route ant nets: 0
[metrics] antenna diode instance count: 0
[metrics] worst clock skew on the final layout: 0.0105 ns
[metrics] post-synthesis cell area: 7920 um^2
[metrics] Hold-fix buffers, CTS: 0
[metrics] max-slew violation count: 0
[metrics] Routed Wire Length: 14700 um
[metrics] power density relative to cell area: 503 nW/um^2
[metrics] flops out of synthesis: 152
[metrics] Final Instance Count excl. Fillers: 1064
[metrics] Longest Clk Path Bufs: 2
[metrics] Cells after Synth: 767
[metrics] Worst R2R Setup Slack: 2.34 ns
[metrics] die x size: 143 um
[metrics] critical path fanouts, max: 3
[metrics] die area: 20400 um^2
[metrics] Reg-to-Reg Start: tx_bit_idx[31]
[metrics] detailed router's first-iteration violation count: 349
[metrics] sequential group share of total power: 51.4%
[metrics] worst slew margin relative to its limit: 40.4%
[metrics] die height: 143 um
[metrics] chip area from the yosys synthesis statistics: 7920 um^2
[metrics] mean area per synthesized cell: 10.3 um^2
[metrics] share of async-settable or async-resettable flops after synthesis: 0%
[metrics] static leakage power: 0.00299 uW
[metrics] logic gate share of total power: 21.7%
[metrics] Most common reg cell: sky130_fd_sc_hd__edfxtp_1
[metrics] number of iterations in the first detailed-routing pass: 6
[metrics] setup slack of the critical path after layout: 1.80 ns
[metrics] final weighted congestion in routability-driven placement: 0.802
[metrics] number of instances in the placed design: 1032
[metrics] Placeable Area: 19400 um^2
[metrics] number of buffers added by the clock tree synthesis step: 17
[metrics] number of gates resized after cts: 0
[metrics] time the final worst path needs with I/O delays and setup: 3.40 ns
[metrics] outcome: finished clean
[metrics] Pint: 3040 uW
[metrics] Layout fillers: 1820
[metrics] Remaining DRCs: 0
[metrics] per-cell via count in the routed design: 5.10
[metrics] Critical Path End Type: output port
[metrics] Post-CTS Setup Bufs: 0
[metrics] stage-log warning count: 31
[metrics] overall fraction of global-route tracks in use: 15.9%
[metrics] Placement Setup Slack: 2.25 ns
[metrics] Port Buffer Count: 21
[metrics] hold path startpoint: clk_counter[0]
[metrics] Yosys warning count: 1
[metrics] Max Cap Violations: 0
[metrics] Critical Path Source: tx_bit_idx[31]
[metrics] Max Clock Freq: 295 MHz
[metrics] site row count: 51
[metrics] post-synthesis sequential area ratio: 53.6%
[metrics] number of hold violations in the final report: 0
[metrics] FP Core Util: 40.8%
[metrics] initial antenna violation count: 0
[metrics] yosys cell count: 767
[metrics] final clock period utilization by the worst path: 65.3%
## area by class of cell
cell class	instances	area share (%)
tap	265	3.68
inverter	21	0.875
timing repair buffer	36	3.58
sequential	152	47.1
multi-input combinational	558	38.2
clock buffer	27	6.30
clock inverter	5	0.292
## registers in the layout, summed over array words and instances, names as in the netlist
signal,flops
clk_counter,32
rx_bit_idx,32
rx_clk_counter,32
tx_bit_idx,32
rx_shift_data,9
tx_shift_data,9
rx_state,2
tx_state,2
bit_ready,1
tx_out,1
## through the flow
stage / util [%] / instance area [um^2] / total power (uW)
after global routing: 46.4 / 9010 / 4810
after detailed placement: 43.4 / 8420 / 3330
final: 46.4 / 9010 / 4530
after floorplan: - / 7920 / 2990
after global placement: 43.4 / 8420 / 3340
after CTS: 46.4 / 9010 / 4580
## cell families after synthesis
family | count (synthesis) | share of synthesized area, %
XOR/XNOR | 113 | 12.5
buffers and inverters | 57 | 3.45
flip-flops | 152 | 53.6
adder cells (fa/ha/maj) | 10 | 1.58
AND/OR/NAND/NOR | 405 | 26.1
multiplexers | 3 | 0.553
AND-OR/OR-AND | 27 | 2.15
## worst paths after layout
kind | end | depth (start not counted)
max reg2reg | tx_bit_idx[26] | 6
max | tx_done_flag | 4
min | clk_counter[0] | 1
min reg2reg | clk_counter[0] | 1
## worst max-delay path, stage by stage, from the launching register on
cell and delay (ns):
sky130_fd_sc_hd__edfxtp_1 0.42, sky130_fd_sc_hd__nor4_1 0.48, sky130_fd_sc_hd__nand4_1 0.20, sky130_fd_sc_hd__nor3_1 0.32
sky130_fd_sc_hd__clkdlybuf4s50_1 0.52
## layer usage
metal	share of wire (%)	track usage, %
met5	0	0
met1	51	26.1
met3	3.1	3.48
met2	44	23.8
met4	1.1	1.87
## cell usage after synthesis (2+ instances only)
cell / count / share of area, %
sky130_fd_sc_hd__nor3b_1: 2 / 0.19
sky130_fd_sc_hd__o311ai_0: 2 / 0.22
sky130_fd_sc_hd__inv_1: 21 / 1.0
sky130_fd_sc_hd__o21a_1: 2 / 0.19
sky130_fd_sc_hd__nand3_1: 48 / 3.0
sky130_fd_sc_hd__nor2b_1: 2 / 0.16
sky130_fd_sc_hd__dfxtp_1: 32 / 8.1
sky130_fd_sc_hd__or3_1: 5 / 0.40
sky130_fd_sc_hd__nor4b_1: 2 / 0.22
sky130_fd_sc_hd__nor2_1: 142 / 6.7
sky130_fd_sc_hd__nor4_1: 31 / 2.5
sky130_fd_sc_hd__or4_1: 3 / 0.28
sky130_fd_sc_hd__nor3_1: 20 / 1.3
sky130_fd_sc_hd__buf_6: 2 / 0.28
sky130_fd_sc_hd__ha_1: 10 / 1.6
sky130_fd_sc_hd__buf_2: 2 / 0.13
sky130_fd_sc_hd__and4_2: 3 / 0.38
sky130_fd_sc_hd__o21ai_0: 5 / 0.32
sky130_fd_sc_hd__and3_1: 21 / 1.7
sky130_fd_sc_hd__a31oi_1: 3 / 0.24
sky130_fd_sc_hd__nand2_1: 41 / 1.9
sky130_fd_sc_hd__o31ai_1: 2 / 0.19
sky130_fd_sc_hd__xnor2_1: 40 / 4.4
sky130_fd_sc_hd__buf_4: 8 / 0.76
sky130_fd_sc_hd__nand4_1: 44 / 3.5
sky130_fd_sc_hd__xor2_1: 73 / 8.1
sky130_fd_sc_hd__and2_1: 23 / 1.8
sky130_fd_sc_hd__and4_1: 6 / 0.66
sky130_fd_sc_hd__clkbuf_1: 22 / 1.0
sky130_fd_sc_hd__nand4b_1: 5 / 0.55
sky130_fd_sc_hd__edfxtp_1: 120 / 46
sky130_fd_sc_hd__a21oi_1: 8 / 0.51
## power by group through the flow
stage	clock (uW)	combinational, uW	sequential [uW]
4_1_cts	1240	1000	2330
6_report	1220	984	2330
5_1_grt	1300	1110	2400
## placed cells by master, fill, tap and decap left out, drive strengths merged, types with 2 or more instances in the layout
cell type / count
o31ai: 2
or4: 4
nand3: 49
o311ai: 2
xnor2: 40
a31oi: 3
clkbuf: 27
inv: 22
xor2: 73
dfxtp: 32
edfxtp: 120
a21oi: 8
clkdlybuf4s50: 21
nor3b: 2
o21ai: 6
nor2b: 2
nor3: 20
nor2: 142
nor4: 32
and2: 23
nand4b: 5
ha: 10
nand2: 41
and4: 9
o21a: 2
nor4b: 2
buf: 15
nand4: 45
and3: 21
or3: 5
clkinv: 4
Power is estimated from default activity; no workload was simulated.
